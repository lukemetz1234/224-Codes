`/design/flow/design.v`:
```
`timescale 1ns / 1ps
module Add_full(a, b, c_in, s, c_out);
    input a, b, c_in;
    output c_out, s;
    wire w1, w2, w3, w4;
    Add_half H1(.a(a),.b(b),.s(w1),.c(w2));
    Add_half H2(.a(w1),.b(c_in),.s(s),.c(w3));
    nor(w4,w2,w3);
    not(c_out,w4);
endmodule
`timescale 1ns / 1ps
module Add_half(a, b, s, c);
    input a, b;
    output c, s;
    wire w1;
    xor(s,a,b);
    nand(w1,a,b);
    not(c,w1);
endmodule
`timescale 1ns / 1ps
module Add_rca_16(a, b, c_in, sum, c_out);
    input [15:0]a, b;
    input c_in;
    output [15:0]sum;
    output c_out;
    wire c_in4, c_in8, c_in12;
    Add_rca_4 M1(.a(a[3:0]),.b(b[3:0]),.c_in(c_in),.sum(sum[3:0]),.c_out(c_in4));
    Add_rca_4 M2(.a(a[7:4]),.b(b[7:4]),.c_in(c_in4),.sum(sum[7:4]),.c_out(c_in8));
    Add_rca_4 M3(.a(a[11:8]),.b(b[11:8]),.c_in(c_in8),.sum(sum[11:8]),.c_out(c_in12));
    Add_rca_4 M4(.a(a[15:12]),.b(b[15:12]),.c_in(c_in12),.sum(sum[15:12]),.c_out(c_out));
endmodule
`timescale 1ns / 1ps
module Add_rca_4(a, b, c_in, sum, c_out);
    input [3:0]a, b;
    input c_in;
    output [3:0]sum;
    output c_out;
    wire c_in2, c_in3, c_in4;
    Add_full G1(.a(a[0]),.b(b[0]),.c_in(c_in),.s(sum[0]),.c_out(c_in2));
    Add_full G2(.a(a[1]),.b(b[1]),.c_in(c_in2),.s(sum[1]),.c_out(c_in3));
    Add_full G3(.a(a[2]),.b(b[2]),.c_in(c_in3),.s(sum[2]),.c_out(c_in4));
    Add_full G4(.a(a[3]),.b(b[3]),.c_in(c_in4),.s(sum[3]),.c_out(c_out));
endmodule
```
`/design/flow/run.sh`:
```
#!/bin/bash
# OpenROAD 26Q1-2900-gdf79404cd8, Yosys 0.63+post, stock flow scripts
make -C /OpenROAD-flow-scripts/flow DESIGN_CONFIG=/design/flow/config.mk WORK_HOME=/design/flow/orfs finish
```
`/design/flow/config.mk`:
```
export PLATFORM = sky130hd
export DESIGN_NAME = Add_rca_16
export DESIGN_NICKNAME = Add_rca_16
export VERILOG_FILES = /design/flow/design.v
export SDC_FILE = /design/flow/constraint.sdc
export NUM_CORES = 4
export LEC_CHECK = 1
export CORE_AREA = 10 10 70 70
export DIE_AREA = 0 0 80 80
```
`/design/flow/constraint.sdc`:
```
current_design Add_rca_16

set clk_period 20.7
set clk_io_pct 0.2

create_clock -name clk0 -period $clk_period

set non_clock_inputs [all_inputs -no_clocks]
set_input_delay [expr $clk_period * $clk_io_pct] -clock clk0 $non_clock_inputs
set_output_delay [expr $clk_period * $clk_io_pct] -clock clk0 [all_outputs]
```
==> results.tsv <==
stage	metric	value	unit
finish	fillCellCount	368	
timing	worstMarginPinSlew	0.110	ns
power_and_ir_drop	p_leak	0.366	nW
finish	flops	0	
drt	via_per_inst	3.20	
critical_path	critPathKind	in -> out	
power_and_ir_drop	pwr_density_cell	28.3	nW/um^2
drt	firstDrtPassIters	1	
timing	finalSetupTns	0	ns
finish	drive_above_1_share	0	%
grt	grt_pass1_vias	474	
clocking	cts_resized	0	
finish	comb_area	320	sq um
yosys	synthesis.area	478	sq um
die	ioPinCount	50	
timing	fmax	64.8	MHz
timing	finalClockPeriodUsage	74.6	%
drt	routedWlPerCell	12.6	microns
timing	finalSetupViolations	0	
finish	seq_area	0	sq um
die	dieHeight	80	microns
yosys	synth_area_per_cell	11.4	sq um
die	rows	21	
die	chip_area	6400	sq um
placed_design	portBuffers	50	
finish	areaGrowthSynthToFinish	91.6	%
yosys	ys_seq_share	0	%
drt	postRouteAntennaNets	0	
grt	grt_pass1_wl	2.29	mm
placed_design	dp_hpwl	1.53	mm
drt	drtIter0Drc	0	
drt	vias	390	
timing	post-route-min-period	15.43	ns
grt	overflow	0	
clocking	postCtsSetupBuffers	0	
yosys	synth-compound-area-share	0	%
power_and_ir_drop	ir_worst_vdd	0.00937	mV
drt	antenna_cells	0	
critical_path	cp-end-kind	output pin	
die	core-area	3420	sq um
finish	stdcell_area	916	sq um
timing	rsz0062_at_grt	false	
yosys	ys_chip_area	478	sq um
timing	slew_headroom	92.6	%
grt	antenna_found_initial	0	
drt	drt_drc_violations_left	0	
yosys	synth-simple-area-share	0	%
job	cap_violations	0	
grt	grt_max_degree	2	
clocking	hold_buffers	0	
grt	track_usage	4.58	%
die	die-width	80	microns
yosys	synthDistinctLibCells	3	
yosys	top_logic_kind	adder cells	
job	warnings	32	
critical_path	arrival	11.29	ns
outcome	status	completed	
yosys	yosys-mux-area-fraction	0	%
die	initCoreUtil	14.0	%
yosys	synth_xor_xnor_area_share	0	%
finish	nClkBuffers	0	
placed_design	place.gp.congestion	0.848	
critical_path	worstPathRequired	16.56	ns
yosys	yosys_cells	42	
min_path	holdCritPathClass	in -> out	
drt	drt_wl_total	1.54	mm
yosys	yosys_warnings	0	
critical_path	start_kind	input pin	
yosys	netlist_instances	42	
timing	hold_viol_final	0	
placed_design	dpl_cell_area	916	sq um
timing	final_max_slew_viol_count	0	
yosys	synthAdderAreaFrac	67.0	%
critical_path	cp_max_fo	1	
-- cells by family (layout without fill, tap and decap cells) --
family,count (synthesis),count (layout)
buffers and inverters,26,60
adders and majority gates,16,16
-- path summary, 6_finish.rpt --
check	from	to	slack, ns	depth (start not counted)
setup / recovery	a[0]	sum[15]	5.27	22
hold / removal	c_in	sum[0]	9.32	5
-- synth_stat cells (all sizes together) --
master | count | share of area [%]
inv | 10 | 7.9
buf | 16 | 25
fa | 16 | 67
-- layer usage --
metal  part of all wire (%)  global-route usage, %
met4                      0                      0
met5                      0                      0
met2                     31                   5.54
met1                     38                   5.26
met3                     31                   5.68
-- metrics by stage --
stage                     hold slack (ns)  util (%)  worst slack (ns)  instances  power (mW)
after global routing                 9.37      26.8              4.99        122      0.0294
after detailed placement             9.33      26.8              5.23        122      0.0265
after floorplan                      8.50         -              6.29         42      0.0127
after CTS                            9.33      26.8              5.22        122      0.0266
after global placement               9.33      26.8              5.25        122      0.0265
final                                9.32      26.8              5.27        122      0.0259
-- report_power, final --
group	internal, mW	leakage, nW	switching [mW]
combinational	0.0192	0.366	0.00674
sequential	0	0	0
clock	0	0	0
total	0.0192	0.366	0.00674
-- area by class of cell --
class	instances	share of cell area, %
Multi-Input combinational cell	16	35.0
Inverter	10	4.10
Tap cell	46	6.28
Timing Repair Buffer	50	54.6
-- cells in the final DEF (no fill, tap or decap) --
| master | count |
|---|---|
| clkdlybuf4s50_1 | 50 |
| fa_1 | 16 |
| inv_1 | 10 |
-- worst max-delay path: stages --
cell and delay (ns):
clkdlybuf4s50_1 0.40, inv_1 0.09, fa_1 0.17, inv_1 0.05, fa_1 0.37, fa_1 0.39, fa_1 0.41, fa_1 0.39
fa_1 0.38, fa_1 0.39, fa_1 0.39, fa_1 0.38, fa_1 0.39, fa_1 0.39, fa_1 0.39, fa_1 0.39
fa_1 0.39, fa_1 0.37, inv_1 0.07, fa_1 0.40, inv_1 0.06, clkdlybuf4s50_1 0.47
Power and IR drop assume default switching activity.
