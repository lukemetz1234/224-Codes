File: flow/config.mk
export PLATFORM = sky130hd
export DESIGN_NAME = LCD_Top
export DESIGN_NICKNAME = LCD_Top
export VERILOG_FILES = /design/flow/design.v
export SDC_FILE = /design/flow/constraint.sdc
export NUM_CORES = 4
export LEC_CHECK = 1
export CORE_UTILIZATION = 40
File: flow/constraint.sdc
current_design LCD_Top

set clk_period 1.7
set clk_io_pct 0.2

create_clock -name clk0 -period $clk_period [get_ports {clk}]

set non_clock_inputs [all_inputs -no_clocks]
set_input_delay [expr $clk_period * $clk_io_pct] -clock clk0 $non_clock_inputs
set_output_delay [expr $clk_period * $clk_io_pct] -clock clk0 [all_outputs]
File: flow/design.v
`timescale 1ns / 1ps
module LCD(clk, reset, data, E, RS, R_nW, state);
input clk, reset;
output [7:0]data;
output E, RS, R_nW;
output [3:0]state;
parameter resetS = 4'b0000, delay20 = 4'b0001, setFunc = 4'b0010, delay37 = 4'b0011, setDisp = 4'b0100,
 delay37two = 4'b0101, clrDisp = 4'b0110, delay15 = 4'b0111, writeDisp = 4'b1000, delay26 = 4'b1001, entryMode = 4'b1010, delay37three = 4'b1011;
reg [3:0]state;
reg [7:0] data;
reg E, RS, R_nW;
reg [14:0]counter;
reg [3:0]letter;
initial begin
    state <= resetS;
    data <= 0;
    E <= 0;
    RS <= 0;
    R_nW <= 0;
    counter <= 0;
end
always @(posedge clk) begin
    if(reset) begin
        state <= resetS;
    end
    case(state)
        resetS : begin
            data <= 0;
            E <= 0;
            RS <= 0;
            state <= delay20;
        end
        delay20 : begin
            state <= delay20;
            counter <= counter + 1;
            if(counter >= 20000) begin
                state <= setFunc;
                counter <= 0;
            end
        end
        setFunc : begin
            RS <= 0;
            R_nW <= 0;
            data <= 8'b00111100;     
            E <= 1;
            state <= delay37;
        end
        delay37 : begin
            E <= 0;
            state <= delay37;
            counter <= counter + 1;
            if(counter >= 37) begin
                state <= setDisp;
                counter <= 0;
            end
        end
        setDisp : begin
            RS <= 0;
            R_nW <= 0;
            data <= 8'b00001111;
            E <= 1;
            state <= delay37two;
        end
        delay37two : begin
            E <= 0;
            state <= delay37two;
            counter <= counter + 1;
            if(counter >= 37) begin
                state <= clrDisp;
                counter <= 0;
            end
        end
        clrDisp : begin
            RS <= 0;
            R_nW <= 0;
            data <= 8'b00000001;
            E <= 1;
            state <= delay15;
        end
        delay15 : begin
            E <= 0;
            state <= delay15;
            counter <= counter + 1;
            if(counter >= 1520) begin
                state <= entryMode;
                counter <= 0;
            end
        end
        entryMode : begin
            RS <= 0;
            R_nW <= 0;
            data <= 8'b00000111;
            E <= 1;
            state <= delay37three;
        end
        delay37three : begin
            E <= 0;
            state <= delay37three;
            counter <= counter + 1;
            if(counter >= 37) begin
                state <= writeDisp;
                counter <= 0;
            end
        end
        writeDisp : begin
            case(letter)
            0: data <= 8'b01001000;  
            1: data <= 8'b01000101;  
            2: data <= 8'b01001100;  
            3: data <= 8'b01001100;  
            4: data <= 8'b01001111;  
            5: data <= 8'b00100000; 
            6: data <= 8'b01010111;  
            7: data <= 8'b01001111;  
            8: data <= 8'b01010010;  
            9: data <= 8'b01001100;  
            10: data <= 8'b01000100;  
            11: data <= 8'b00100000;
            12: data <= 8'b00100000;
            default: data <= 8'b00100000;
            endcase
            letter = letter+1;
            if(letter == 12) letter <= 0;
            RS <= 1;
            E <= 1;
            R_nW <= 0;
            state <= delay26;
        end
        delay26 : begin
            RS <= 1;
            E <= 0;
            state <= delay26;
            counter <= counter + 1;
            if(counter >= 26000) begin
                state <= writeDisp;
                counter <= 0;
            end
        end
        default : begin
            state <= resetS;
        end
    endcase
end
endmodule
`timescale 1ns / 1ps
module LCD_Top(clk, reset, data, RS, E, R_nW, state);
input clk, reset;
output [7:0]data;
output RS, E, R_nW;
output [3:0]state;
wire clk1MHz;
wire [7:0]data;
wire RS, E, R_nW;
LCD L1(.clk(clk1MHz), .reset(reset), .data(data), .E(E), .RS(RS), .R_nW(R_nW), .state(state));
clk_divider C1(.clkin(clk), .reset(reset), .clkout(clk1MHz));
endmodule
`timescale 1ns / 1ps
module clk_divider(clkin, reset, clkout);
input clkin,reset;
output clkout;
reg [5:0]count;
reg clkout;
always @(posedge clkin or posedge reset) begin
    if(reset)  begin
         count <= 0;
         clkout <= 1'b0;
    end
    else if(count == 50) begin    
        count <=0;
        clkout <= ~clkout;
    end
    else
        count <= (count + 1);
    end
endmodule
File: flow/run.sh
#!/bin/bash
# OpenROAD 26Q1-2900-gdf79404cd8, Yosys 0.63+post, stock flow scripts
make -C /OpenROAD-flow-scripts/flow DESIGN_CONFIG=/design/flow/config.mk WORK_HOME=/design/flow/orfs finish
==> reports/results.ini <==
[status]
outcome = complete, no violations

[critical_path]
path_class = reg2reg
worst-path-max-fanout = 6
crit-reg2reg-launch = C1.count[0]
data_arrival_at_the_endpoint_of_the_critical_path_ns = 1.48
reg2reg_to = C1.clkout
worstPathRequired_ns = 1.84
timing.reg2reg.setup_slack_ns = 0.36
critical_path.endpoint_type = flip-flop
timing.critical_path.from_type = flip-flop
reg2reg_depth = 5

[clock_network]
cts.repair.resized = 0
clock_tree_from_tritoncts = built
cts_htree_levels = 1
cts_max_path_buffers = 2
post_cts_repair_setup_buffers = 0
clock-root-buffer = sky130_fd_sc_hd__clkbuf_8
clk-insertion-delay-late_ns = 0.22
cts.clk_slew.worst_paths_ns = 0.04
cts_inserted_buffers = 3
cts-hold-fix-buffers = 0

[power]
cellLeakagePower_nw = 1.05
clock_power_share_pct = 56.6
power_density_nw_per_um2 = 141
power.ir.vdd_worst_v = 0.000726
switching_power_w = 0.0000669
p_sw_share_pct = 16.8
internal_power_w = 0.000331
power_share_of_the_sequential_group_pct = 42.1
power.share.combinational_pct = 1.3

[logic_synthesis]
top_area_share_pct = 32.3
synthTopCellsByArea = sky130_fd_sc_hd__edfxtp_1, sky130_fd_sc_hd__dfxtp_1, sky130_fd_sc_hd__dfrtp_1
average_cell_area_after_synthesis_um2 = 10.1
synth-async-reset-ratio_pct = 15.2
flip_flops_with_a_built_in_enable = 28
yosys_warning_count = 2
synth_chip_area_um2 = 2600
synth.yosys.num_cells = 259
synth_top_flop_cell = sky130_fd_sc_hd__edfxtp_1
synthesis.area_um2 = 2600
numSynthFlops = 46
postSynthCellCount = 259
ys_seq_share_pct = 47.5
synth_cell_type_count = 54
synth_top_cell_by_area = sky130_fd_sc_hd__edfxtp_1

[floorplanning]
design.die.area_um2 = 6840
placementRows = 29
die-width_um = 82.7
num_io_pins = 17
dieHeight_um = 82.7
core_area_um2 = 6310
floorplan.core_util_pct = 41.2

[sta]
clock.fmax_mhz = 748
count_of_endpoints_without_a_timing_constraint = 80
layout_min_cycle_time_ns = 1.34
unclocked_pins = 39
finalHoldWorstSlack_ns = 0.340
slew_headroom_pct = 45.5
report.final.setup_viol = 0
final_min_period_over_clock_period_pct = 78.6
rsz0062_at_grt = false
max_slew.worst_pin.slew_ns = 0.818
report.final.hold_viol_count = 0
post-route-worst-setup-slack_ns = 0.364
maxSlewViolCount = 0
post_route_clock_skew_ns = 0.00230
setup_total_negative_slack_ns = 0

[drt]
vias = 1738
diodes = 0
via_per_inst = 5.04
count_of_unresolved_drc_violations_after_routing = 0
violation_tally_from_detailed_route_iteration_zero = 49
routed_wirelength_um = 4080
first_pass_iters = 4
route.antenna.remaining_nets = 0
route.detailed.wl_per_inst_um = 11.8

[placed_design]
preCtsSetupSlack_ns = 0.401
routabilityCongestion = 0.801
placement.cell_area_um2 = 2780
io_buffers = 14
place.detailed.hpwl_um = 2910

[global_route]
grt_first_pass_wirelength_um = 7040
number_of_global_route_vias_before_repair = 1578
antenna_violations_before_repair = 0
grt_overflow_total = 0
grt_use_total_pct = 13.3
grt_max_degree = 40

[finish]
layout-drive-gt1-share_pct = 7.09
fillerInstances = 621
final_core_util_pct = 44.8
finalInstanceArea_um2 = 2830
flow.area_growth_from_synthesis_pct = 8.65

[flow_run]
log.warning_count = 33
timing.max_cap.violations = 0

[hold_path]
min_path_type = in2async

## worst max-delay path by stage
stage | slack [ns] | to | depth (start not counted) | start
after CTS | 0.38 | C1.clkout | 5 | C1.count[0]
after global routing | 0.22 | C1.clkout | 5 | C1.count[0]
final | 0.36 | C1.clkout | 5 | C1.count[0]
## cell families after synthesis
kind of cell    count (synthesis)  synth area share [%]
compound gates                 44                  12.1
xor+xnor                       19                  6.39
fa+ha+maj                      11                  5.29
buf+inv                        24                  4.47
flops                          46                  47.5
mux                             5                  2.11
other cells                     1                 0.144
simple gates                  109                  22.1
## routing by layer
metal  wire length [um]  GRT usage [%]  vias up
li1                   -              -      920
met3                 58          0.892        0
met4                  0          0.172        0
met1               2180           21.8      804
met5                  0              0        -
met2               1840           21.3       14
## cell usage in the layout (no fill, tap or decap), drive strengths merged, types with 8 or more instances in the layout
master,n
nor2,40
edfxtp,28
nand2,15
a21oi,15
clkdlybuf4s50,14
inv,13
dfxtp,11
nand3,11
ha,11
xor2,10
nor3,10
xnor2,9
o21ai,8
## through the flow
step / total power (W) / instances
6_report: 0.000398 / 345
5_1_grt: 0.000414 / 345
4_1_cts: 0.000402 / 345
3_5_place_dp: 0.000175 / 341
3_3_place_gp: 0.000175 / 341
2_1_floorplan: 0.000176 / 260
## layout make-up
type | count | area [um^2] | share of cell area [%]
multi-input cells | 190 | 1250 | 44.4
repair buffers | 15 | 148 | 5.22
flip-flops and latches | 46 | 1240 | 43.7
well taps | 77 | 96.3 | 3.41
clock buffers | 4 | 45.0 | 1.59
inverters | 13 | 48.8 | 1.72
## power by group through the flow
stage | Combinational, W | Clock (W) | Sequential [W]
finish | 0.00000531 | 0.000225 | 0.000168
CTS | 0.00000571 | 0.000229 | 0.000168
global route | 0.00000680 | 0.000240 | 0.000167
## cell usage after synthesis (2+ instances only)
cell type,instances
sky130_fd_sc_hd__and2_1,4
sky130_fd_sc_hd__or2_2,4
sky130_fd_sc_hd__a22o_1,2
sky130_fd_sc_hd__mux2i_1,4
sky130_fd_sc_hd__buf_2,3
sky130_fd_sc_hd__nand3_1,11
sky130_fd_sc_hd__nand2b_1,2
sky130_fd_sc_hd__nor2_1,39
sky130_fd_sc_hd__a31oi_1,2
sky130_fd_sc_hd__a21o_1,2
sky130_fd_sc_hd__edfxtp_1,28
sky130_fd_sc_hd__nand2_1,15
sky130_fd_sc_hd__ha_1,11
sky130_fd_sc_hd__clkbuf_1,4
sky130_fd_sc_hd__nand4b_1,2
sky130_fd_sc_hd__buf_4,2
sky130_fd_sc_hd__o2bb2ai_1,3
sky130_fd_sc_hd__nor3b_1,2
sky130_fd_sc_hd__nor2b_1,7
sky130_fd_sc_hd__nor3_1,9
sky130_fd_sc_hd__xnor2_1,9
sky130_fd_sc_hd__xor2_1,10
sky130_fd_sc_hd__dfrtp_1,7
sky130_fd_sc_hd__dfxtp_1,11
sky130_fd_sc_hd__o21ai_0,6
sky130_fd_sc_hd__a21boi_0,4
sky130_fd_sc_hd__a21oi_1,15
sky130_fd_sc_hd__buf_6,2
sky130_fd_sc_hd__o2111ai_1,2
sky130_fd_sc_hd__inv_1,13
## critical path, cell delays in order (launching register included)
cell and delay (ns):
sky130_fd_sc_hd__dfrtp_1 0.41, sky130_fd_sc_hd__inv_1 0.08, sky130_fd_sc_hd__ha_1 0.14, sky130_fd_sc_hd__nand4b_1 0.10
sky130_fd_sc_hd__nor2_1 0.35, sky130_fd_sc_hd__xor2_1 0.18
Power figures rest on the tool's default switching activity, not on a simulated workload.
