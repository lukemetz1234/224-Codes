**/design/flow/design.v**
```verilog
`timescale 1ns / 1ps
module col_switcher(clk, debounced, row1, row2, row3, row4, key, col1, col2, col3, col4, raw_btn);
input clk, row1, row2, row3, row4, debounced;
output [4:0]key;
output col1, col2, col3, col4, raw_btn;
reg [4:0]key;
reg [3:0]count;
reg [5:0]last_btn;
reg col1, col2, col3, col4, raw_btn ;
always @(posedge clk) begin
    case(last_btn)           
        0   : begin
            col1 <= 0;       
            raw_btn <= row4;
            if(row4 == 0) begin      
                last_btn <= 0;       
            end
            else begin
                last_btn <= 16;      
                if(debounced) begin      
                key <= 0;       
                end
            end
        end    
        1   : begin
            col1 <= 0;
            raw_btn <= row1;
            if(row1 == 0) begin
                last_btn <= 1;    
            end
            else begin
                last_btn <= 16;
                if(debounced) begin
                    key <= 1;       
                end
            end
        end 
        2   : begin
            col2 <= 0;
            raw_btn <= row1;
            if(row1 == 0) begin
                last_btn <= 2;    
            end
            else begin
                last_btn <= 16;
                if(debounced) begin
                key <= 2;       
            end
            end
        end 
        3   : begin
            col3 <= 0;
            raw_btn <= row1;
            if(row1 == 0) begin
                last_btn <= 3;    
            end
            else begin
                last_btn <= 16;
                if(debounced) begin
                key <= 3;       
            end
            end
        end 
        4   : begin
            col1 <= 0;
            raw_btn <= row2;
            if(row2 == 0) begin
                last_btn <= 4;    
            end
            else begin
                last_btn <= 16;
                if(debounced) begin
                key <= 4;       
            end
            end
        end 
        5   : begin
            col2 <= 0;
            raw_btn <= row2;
            if(row2 == 0) begin
                last_btn <= 5;    
            end
            else begin
                last_btn <= 16;
                if(debounced) begin
                key <= 5;       
            end
            end
        end 
        6   : begin
            col3 <= 0;
            raw_btn <= row2;
            if(row2 == 0) begin
                last_btn <= 6;    
            end
            else begin
                last_btn <= 16;
                if(debounced) begin
                key <= 6;       
            end
            end
        end 
        7   : begin
            col1 <= 0;
            raw_btn <= row3;
            if(row3 == 0) begin
                last_btn <= 7;    
            end
            else begin
                last_btn <= 16;
                if(debounced) begin
                key <= 7;       
            end
            end
        end 
        8   : begin
            col2 <= 0;
            raw_btn <= row3;
            if(row3 == 0) begin
                last_btn <= 8;    
            end
            else begin
                last_btn <= 16;
                if(debounced) begin
                key <= 8;       
            end
            end
        end 
        9   : begin
            col3 <= 0;
            raw_btn <= row3;
            if(row3 == 0) begin
                last_btn <= 9;    
            end
            else begin
                last_btn <= 16;
                if(debounced) begin
                key <= 9;       
            end
            end
        end 
        10  : begin
            col4 <= 0;
            raw_btn <= row1;
            if(row1 == 0) begin
                last_btn <= 10;    
            end
            else begin
                last_btn <= 16;
                if(debounced) begin
                key <= 10;       
            end
            end
        end     
        11  : begin
            col4 <= 0;
            raw_btn <= row2;
            if(row2 == 0) begin
                last_btn <= 11;    
            end
            else begin
                last_btn <= 16;
                if(debounced) begin
                key <= 11;       
            end
            end
        end 
        12  : begin
            col4 <= 0;
            raw_btn <= row3;
            if(row3 == 0) begin
                last_btn <= 12;    
            end
            else begin
                last_btn <= 16;
                if(debounced) begin
                key <= 12;       
            end
            end
        end 
        13  : begin
            col4 <= 0;
           raw_btn <= row4;
            if(row4 == 0) begin
                last_btn <= 13;    
            end
            else begin
                last_btn <= 16;
                if(debounced) begin
                key <= 13;       
            end
            end
        end 
        14  : begin
            col3 <= 0;
            raw_btn <= row4;
            if(row4 == 0) begin
                last_btn <= 14;    
            end
            else begin
                last_btn <= 16;
                if(debounced) begin
                key <= 14;       
            end
            end
        end 
        15  : begin
            col2 <= 0;
            raw_btn <= row4;
            if(row4 == 0) begin
                last_btn <= 15;    
            end
            else begin
                last_btn <= 16;
                if(debounced) begin
                key <= 15;       
            end
            end
        end 
        16  : begin          
        key <=20;
            case(count)
                0:begin
                    col1<=0;     
                    col2<=1;     
                    col3<=1;
                    col4<=1;
                    count<=count +1;     
                end
                1:begin
                    if(row1 == 0) last_btn <= 1;     
                    if(row2 == 0) last_btn <= 4;
                    if(row3 == 0) last_btn <= 7;
                    if(row4 == 0) last_btn <= 0;
                    count<=count +1;     
                end
                2:begin
                    col1<=1;    
                    col2<=0;     
                    col3<=1;     
                    col4<=1;
                    count<=count +1;
                end
                3:begin
                    if(row1 == 0) last_btn <= 2;     
                    if(row2 == 0) last_btn <= 5;
                    if(row3 == 0) last_btn <= 8;
                    if(row4 == 0) last_btn <= 15;
                    count<=count +1;     
                end
                4:begin
                    col1<=1;  
                    col2<=1;
                    col3<=0;
                    col4<=1;
                    count<=count +1;
                end
                5:begin
                    if(row1 == 0) last_btn <= 3;
                    if(row2 == 0) last_btn <= 6;
                    if(row3 == 0) last_btn <= 9;
                    if(row4 == 0) last_btn <= 14;
                    count<=count +1;
                end
                6:begin
                    col1<=1;  
                    col2<=1;
                    col3<=1;
                    col4<=0;
                    count<=count +1;
                end
                7:begin
                    if(row1 == 0) last_btn <= 10;
                    if(row2 == 0) last_btn <= 11;
                    if(row3 == 0) last_btn <= 12;
                    if(row4 == 0) last_btn <= 13;
                    count<=0;
                end
                default: count <= 0;     
            endcase
        end
        default: last_btn <= 16;     
    endcase
end
endmodule
```
**/design/flow/run.sh**
```bash
#!/bin/bash
# OpenROAD 26Q1-2900-gdf79404cd8, Yosys 0.63+post, stock flow scripts
make -C /OpenROAD-flow-scripts/flow DESIGN_CONFIG=/design/flow/config.mk WORK_HOME=/design/flow/orfs finish
```
**/design/flow/config.mk**
```make
export PLATFORM = sky130hd
export DESIGN_NAME = col_switcher
export DESIGN_NICKNAME = col_switcher
export VERILOG_FILES = /design/flow/design.v
export SDC_FILE = /design/flow/constraint.sdc
export NUM_CORES = 4
export LEC_CHECK = 1
export CORE_AREA = 10 10 97 97
export DIE_AREA = 0 0 107 107
```
**/design/flow/constraint.sdc**
```tcl
current_design col_switcher

set clk_period 3.1
set clk_io_pct 0.2

create_clock -name clk0 -period $clk_period [get_ports {clk}]

set non_clock_inputs [all_inputs -no_clocks]
set_input_delay [expr $clk_period * $clk_io_pct] -clock clk0 $non_clock_inputs
set_output_delay [expr $clk_period * $clk_io_pct] -clock clk0 [all_outputs]
```
==> flow_metrics.env <==
# implementation run metrics
export IMPL_status="finished, final reports clean"
export IMPL_place_area_sq_um=1720
export IMPL_root_buffer="clkbuf_8"
export IMPL_drc=0
export IMPL_edf_count=19
export IMPL_ff_type="edfxtp_1"
export IMPL_ioPinCount=16
export IMPL_relSlewSlack=0.603
export IMPL_post_cts_setup_buffers=0
export IMPL_cts_buffers=3
export IMPL_clkLatencyLatePin_ps=260
export IMPL_setup_violations_final=0
export IMPL_vdd_ir_drop_max_mv=0.202
export IMPL_yosys_cells=171
export IMPL_endpoint_kind="flop"
export IMPL_h_tree_depth=1
export IMPL_cts_max_path_buffers=2
export IMPL_cp_startpoint="row4"
export IMPL_p_leak_nw=0.619
export IMPL_via_per_inst=4.72
export IMPL_regArea_sq_um=571
export IMPL_netlist_area_sq_um=1520
export IMPL_syn_avg_cell_area_sq_um=8.88
export IMPL_first_pass_iters=4
export IMPL_cts_resized=0
export IMPL_met1_usage=0.0832
export IMPL_drt_wl_total_um=3540
export IMPL_numPortBuffers=15
export IMPL_synth_cell_types=51
export IMPL_worstSetupPathType="input port to flop"
export IMPL_cts_tree="done"
export IMPL_drive_gt1_frac=0.0734
export IMPL_ys_top_cells_by_count="edfxtp_1, nor2_1, a21oi_1"
export IMPL_reg2reg_from="last_btn[4]"
export IMPL_rsz0062_at_grt="false"
export IMPL_tns_ps=0
export IMPL_power_density_nw_per_um2=904
export IMPL_r2r_cells=4
export IMPL_grt_pass1_wl_um=5840
export IMPL_grt_use_total=0.0606
export IMPL_holdBufCountCts=0
export IMPL_max_freq_mhz=416
export IMPL_met3_usage=0.0146
export IMPL_final_hold_viol_count=0
export IMPL_startpoint_type="input port"
export IMPL_min_period_ps=2410
export IMPL_cp_required_ps=3070
export IMPL_die_y_um=107
export IMPL_maxSlewViolCount=0
export IMPL_comb_area_sq_um=823
export IMPL_top_usage_layer="met2"
export IMPL_gr_total_overflow=0
export IMPL_cts_clk_slew_worst_paths_ps=70
export IMPL_synthArstFlopShare=0
export IMPL_crit_arrival_ps=2380
export IMPL_clock_sinks=19
export IMPL_grt_antenna_before_repair=0
export IMPL_grt_start_max_net_pins=21
export IMPL_ys_chip_area_sq_um=1520
export IMPL_yosysTopAreaCell="edfxtp_1"
export IMPL_ys_flops=19
export IMPL_worstHoldStart="count[0]"
export IMPL_synthTopCellsByArea="edfxtp_1, a21oi_1, nor2_1"
export IMPL_grt_pass1_vias=1166
export IMPL_ys_seq_share=0.376
export IMPL_gp_congestion=0.908
export IMPL_fp_coreArea_sq_um=7290
export IMPL_dpl_hpwl_um=2630
export IMPL_avgRoutedWirePerCell_um=12.8
export IMPL_nFillCells=825
export IMPL_warnings=28
export IMPL_path_max_fanout=12
export IMPL_min_path_cells=1
export IMPL_die_w_um=107
export IMPL_min_path_type="flop to flop"
export IMPL_finClkSkew_ps=5.72
export IMPL_num_rows=31
export IMPL_maxCapViolations=0
export IMPL_finalCritPeriodShare=0.776
export IMPL_ys_warn_count=1
export IMPL_dieArea_sq_um=11400
export IMPL_ant_nets=0
export IMPL_initCoreUtil=0.208
export IMPL_antenna_cells=0
export IMPL_final_area_sq_um=1770
export IMPL_use_met2=0.0939
export IMPL_top_area_frac=0.376
export IMPL_worstMarginPinSlew_ps=595
export IMPL_syn2layout_area_growth_pct=16.3
export IMPL_drtIter0Drc=110
export IMPL_synth_top_cell_by_count="edfxtp_1"
export IMPL_num_vias=1302
export IMPL_synth_cells=171
==> critical path, cell delays in order <==
cell and delay, ps:
clkdlybuf4s50_1 680, and2_1 280, a311oi_1 70, o2111a_1 300, a2111oi_2 220, buf_4 200
==> area by class of cell <==
class | count | share of cell area
Timing Repair Buffer | 17 | 0.0935
Multi-Input combinational cell | 127 | 0.466
Sequential cell | 19 | 0.323
Clock inverter | 1 | 0.00283
Clock buffer | 3 | 0.0234
Tap cell | 99 | 0.0701
Inverter | 10 | 0.0212
==> state kept, by name (all words and copies together), names as in the netlist <==
name / cells
count: 4
col1: 1
col2: 1
raw_btn: 1
last_btn: 5
key: 5
col3: 1
col4: 1
==> per-layer routing <==
metal / vias to the layer above / part of all wire / wire, um
li1: 643 / - / -
met3: 4 / 0.073 / 259
met5: - / 0 / 0
met1: 611 / 0.45 / 1600
met4: 0 / 0.015 / 52
met2: 44 / 0.46 / 1630
==> report_power, final <==
group	switching [mW]	internal, mW	total [mW]
logic	0.388	0.396	0.784
clock network	0.0828	0.0893	0.172
registers	0.173	0.467	0.640
==> cells by family (layout without fill, tap and decap cells) <==
logic type	Yosys count	count (layout)	share of synthesized area
flops	19	19	0.376
fa+ha+maj	4	4	0.0330
simple gates	64	64	0.227
mux	4	4	0.0264
buf+inv	25	31	0.0824
xor+xnor	1	1	0.0107
compound gates	54	54	0.245
==> cells in the final DEF (no fill, tap or decap), types with 2 or more instances in the layout <==
| cell | instances |
|---|---|
| a21o_1 | 4 |
| a21oi_1 | 14 |
| a311oi_1 | 2 |
| and2_1 | 5 |
| and3_1 | 2 |
| buf_4 | 2 |
| clkbuf_8 | 3 |
| clkdlybuf4s50_1 | 15 |
| edfxtp_1 | 19 |
| ha_1 | 4 |
| inv_1 | 10 |
| mux2i_1 | 4 |
| nand2_1 | 9 |
| nand2b_1 | 3 |
| nand3_1 | 3 |
| nand3b_1 | 2 |
| nand4_1 | 2 |
| nand4b_1 | 2 |
| nor2_1 | 18 |
| nor2b_1 | 6 |
| nor3_1 | 3 |
| nor4_1 | 3 |
| o211ai_1 | 4 |
| o21a_1 | 3 |
| o21ai_0 | 7 |
| o21ai_1 | 2 |
| o22ai_1 | 2 |
==> per-stage QoR <==
step                setup WS (ps)  hold slack (ps)  utilization  instances  power, mW
floorplan                    1020              587            -        171       1.16
global placement              441              615        0.236        272       1.43
detailed placement            428              637        0.236        272       1.44
CTS                           700              651        0.242        276       1.61
global route                  593              704        0.242        276       1.75
finish                        695              636        0.242        276       1.60
==> final timing paths <==
kind,to,slack (ps)
worst min-delay path,count[0],640
worst max-delay path,key[2],690
worst max register to register,col1,920
worst min register to register,count[0],640
Power is estimated from default activity; no workload was simulated.
